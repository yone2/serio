--- flow/config.mk ---
export PLATFORM = sky130hd
export DESIGN_NAME = rsio_01a
export DESIGN_NICKNAME = rsio_01a
export VERILOG_FILES = /design/flow/design.v
export SDC_FILE = /design/flow/constraint.sdc
export NUM_CORES = 4
export LEC_CHECK = 1
export CORE_UTILIZATION = 30
--- flow/constraint.sdc ---
current_design rsio_01a

set clk_period 2.3
set clk_io_pct 0.2

create_clock -name clk0 -period $clk_period [get_ports {pavsv01a2rsio_01aRSClk}]

set non_clock_inputs [all_inputs -no_clocks]
set_input_delay [expr $clk_period * $clk_io_pct] -clock clk0 $non_clock_inputs
set_output_delay [expr $clk_period * $clk_io_pct] -clock clk0 [all_outputs]
--- flow/design.v ---
`timescale 1ns/1ns
module cgate01a (clk, en, test, gclk);
input  clk;
input  en;
input  test;
output gclk;
wire w_open;
assign w_open = en | test;
reg  latched;
always @ (clk) 
	if(~clk) latched <= #1 w_open;
assign gclk = latched & clk;
endmodule
`timescale 1ns/1ns
module rsclk01a ( F25Clk, reset_n, BitRateSel, gatedClk );
input       F25Clk;
input       reset_n;
input [3:0] BitRateSel;
output      gatedClk;
reg       clken;
reg [3:0] r_bitRateSel;
always @ (posedge F25Clk or negedge reset_n) 
	if(~reset_n) r_bitRateSel <= #1 4'h3;
	else       r_bitRateSel <= #1 BitRateSel;
reg  [14:0] r_periodCounter;
wire [14:0] w_enablePeriod;
wire        w_clkEn;
wire [14:0] w_periodCounter;
wire       w_errorExpired;
assign w_clkEn = (r_periodCounter == w_enablePeriod);
assign w_periodCounter = (w_errorExpired | w_clkEn) ? 15'd0 : r_periodCounter + 15'd1;
function [14:0] EnablePeriod;
	input [3:0] br_sel;
	case(br_sel) 
		4'h0 : EnablePeriod = 15'd20832;  
		4'h1 : EnablePeriod = 15'd10415;  
		4'h2 : EnablePeriod = 15'd5207;   
		4'h3 : EnablePeriod = 15'd2603;   
		4'h4 : EnablePeriod = 15'd1301;   
		4'h5 : EnablePeriod = 15'd650;    
		4'h6 : EnablePeriod = 15'd433;    
		4'h7 : EnablePeriod = 15'd216;    
		4'h8 : EnablePeriod = 15'd107;    
		4'h9 : EnablePeriod = 15'd53;     
		4'ha : EnablePeriod = 15'd26;     
		default : EnablePeriod = 15'd2603;
	endcase
endfunction
assign w_enablePeriod = EnablePeriod(r_bitRateSel);
always @ (posedge F25Clk or negedge reset_n)
	if(~reset_n) r_periodCounter <= #1 15'd0;
	else       r_periodCounter <= #1 w_periodCounter;
always @ (posedge F25Clk or negedge reset_n)
	if(~reset_n) clken <= #1 1'b0;
	else       clken <= #1 w_clkEn;
reg  [6:0] r_accumulatedError;
wire [6:0] w_accumulatedError;
wire [4:0] w_periodError;
assign w_errorExpired = (r_accumulatedError > 7'd39);
assign w_accumulatedError = w_errorExpired ? r_accumulatedError - 7'd39: 
	                        w_clkEn ? r_accumulatedError + {2'b00, w_periodError} : 
							r_accumulatedError;
function [4:0] PeriodError;
	input [3:0] br_sel;
	case(br_sel) 
		4'h0 : PeriodError = 5'd12;   
		4'h1 : PeriodError = 5'd24;   
		4'h2 : PeriodError = 5'd12;   
		4'h3 : PeriodError = 5'd6;    
		4'h4 : PeriodError = 5'd3;    
		4'h5 : PeriodError = 5'd2;    
		4'h6 : PeriodError = 5'd1;    
		4'h7 : PeriodError = 5'd14;   
		4'h8 : PeriodError = 5'd25;   
		4'h9 : PeriodError = 5'd13;   
		4'ha : PeriodError = 5'd5;    
		default : PeriodError = 5'd6;
	endcase
endfunction
assign w_periodError = PeriodError(r_bitRateSel);
always @ (posedge F25Clk or negedge reset_n)
	if(~reset_n) r_accumulatedError <= #1 7'd0;
	else       r_accumulatedError <= #1 w_accumulatedError;
cgate01a  cgate01a (
	.en(clken),       
	.test(1'b0),      
	.clk(F25Clk),     
	.gclk(gatedClk)   
);
endmodule
`timescale 1ns/1ns
module rsrx_01a (sample_clk, rx_clk, reset_n, 
	rxSerialData, rxParallelData, rxTrigger, rxStatus, rxClkReset_n);
input        sample_clk;
input        rx_clk;
input        reset_n;
input        rxSerialData;
output [7:0] rxParallelData;
input        rxTrigger;
output [1:0] rxStatus;
output       rxClkReset_n;
reg          r_rxdSync0;
reg          r_rxdSync1;
always @ (posedge sample_clk or negedge reset_n) 
	if(~reset_n) begin
		r_rxdSync0 <= #1 1'b1;
		r_rxdSync1 <= #1 1'b1;
	end else begin
		r_rxdSync0 <= #1 rxSerialData;
		r_rxdSync1 <= #1 r_rxdSync0;
	end
wire w_startEdge;
wire w_stopEdge;
trigp01a  stop_trigger (
	.trigger(w_stopEdge),   
	.clk(sample_clk),       
	.in(r_rxdSync1),        
	.reset_n(reset_n)       
);
trign01a  start_trigger (
	.trigger(w_startEdge),  
	.clk(sample_clk),       
	.in(r_rxdSync1),        
	.reset_n(reset_n)       
);
reg [1:0] rxStatus;
wire w_init_n;
assign w_init_n = ~(~rxStatus[0] & w_startEdge);
wire w_internalReset_n;
assign w_internalReset_n = w_init_n & reset_n;
rsync02a  internal_reset (
	.reset_out(rxClkReset_n),     
	.clk(sample_clk),             
	.reset_in(w_internalReset_n)  
);
reg [7:0] r_shiftInData;
reg [7:0] r_rxCount;
always @ (posedge rx_clk or negedge reset_n)
	if(~reset_n) r_shiftInData <= #1 8'h00;
	else         r_shiftInData <= #1 {r_rxdSync1, r_shiftInData[7:1]};
always @ (posedge rx_clk or negedge reset_n) 
	if(~reset_n)           r_rxCount <= #1 8'b00000000;
	else if(~rxClkReset_n) r_rxCount <= #1 8'b00000000;
	else                   r_rxCount <= #1 rxStatus[0] ? 
		                                {1'b1, r_rxCount[7:1]} : 8'b00000000;
wire w_RxComplete;
assign w_RxComplete = &r_rxCount;
wire w_RxCompleteTrigger;
trigp01a  RxCompleteTrigger (
	.trigger(w_RxCompleteTrigger),  
	.clk(sample_clk),               
	.in(w_RxComplete),              
	.reset_n(reset_n)               
);
reg [7:0] rxParallelData;
always @ (posedge sample_clk or negedge reset_n)
	if(~reset_n) rxParallelData <= #1 8'h00;
	else         rxParallelData <= #1 (w_RxComplete) ? r_shiftInData : rxParallelData;
wire w_RxDataExist;
wire w_RxBusy;
assign w_RxDataExist = w_RxCompleteTrigger ? 1'b1 : rxTrigger ? 1'b0 : rxStatus[1];
assign w_RxBusy = w_startEdge ? 1'b1 : w_RxCompleteTrigger ? 1'b0 : rxStatus[0];
always @ (posedge sample_clk or negedge reset_n)
	if(~reset_n) rxStatus <= #1 2'b00;
	else         rxStatus <= #1 {w_RxDataExist, w_RxBusy};
endmodule
`timescale 1ns/1ns
module rstx_01a (F25Clk, tx_clk, reset_n, txSerialData, txParallelData, txTrigger, txStatus);
input        F25Clk;
input        tx_clk;
input        reset_n;
output       txSerialData;
input  [7:0] txParallelData;
input        txTrigger;
output       txStatus;
parameter P_STATE_IDLE    = 1'b0;
parameter P_STATE_SENDING = 1'b1;
reg  [9:0]  r_shiftReg;
wire [9:0]  w_shiftReg;
reg         r_state;
wire        w_state;
reg         r_HoldTrigger;
wire        w_HoldTrigger;
assign w_HoldTrigger = txTrigger ? 1'b1 : (r_HoldTrigger & (r_state == P_STATE_SENDING)) ? 
	                   1'b0 : r_HoldTrigger;
assign txStatus     = (r_state != P_STATE_IDLE);
assign w_shiftReg   = (r_state == P_STATE_IDLE) & r_HoldTrigger ? 
	                  {1'b1, txParallelData, 1'b0} : {1'b0, r_shiftReg[9:1]};
assign txSerialData = (r_state == P_STATE_IDLE) ? 1'b1 : r_shiftReg[0];
assign w_state      = (r_state == P_STATE_IDLE) ? 
	                  (r_HoldTrigger ? P_STATE_SENDING : P_STATE_IDLE) :
	                  (|w_shiftReg) ? P_STATE_SENDING : P_STATE_IDLE;
always @ (posedge F25Clk or negedge reset_n)
	if(~reset_n) r_HoldTrigger <= #1 1'b0;
	else         r_HoldTrigger <= #1 w_HoldTrigger;
always @ (posedge tx_clk or negedge reset_n)
	if(~reset_n) r_state <= #1 P_STATE_IDLE;
	else         r_state <= #1 w_state;
always @ (posedge tx_clk or negedge reset_n)
	if(~reset_n) r_shiftReg <= #1 10'b0;
	else         r_shiftReg <= #1 w_shiftReg;
endmodule
`timescale 1ns/1ns
module rsync02a (clk, reset_in, reset_out);
input  clk;
input  reset_in;
output reset_out;
reg reset1_reg;
reg reset2_reg;
assign reset_out = reset2_reg;
always @ (posedge clk or negedge reset_in) begin
	if(~reset_in) begin
		reset1_reg <= #1 1'b0;
		reset2_reg <= #1 1'b0;
	end else begin
		reset1_reg <= #1 1'b1;
		reset2_reg <= #1 reset1_reg;
	end
end
endmodule
`timescale 1ns/1ns
module trign01a (clk, reset_n, in, trigger);
input  clk;
input  reset_n;
input  in;
output trigger;
reg    r_trigger;
reg    r_stage1;
reg    r_stage2;
wire   w_trigger_neg;
assign trigger = r_trigger;
assign w_trigger_neg = ~r_stage1 & r_stage2;
always @ (posedge clk or negedge reset_n)
	if(~reset_n) begin
		r_trigger <= #1 1'b0;
		r_stage1  <= #1 1'b0;
		r_stage2  <= #1 1'b0;
	end else begin
		r_trigger <= #1 w_trigger_neg;
		r_stage1  <= #1 in;
		r_stage2  <= #1 r_stage1;
	end
endmodule
`timescale 1ns/1ns
module trigp01a (clk, reset_n, in, trigger);
input  clk;
input  reset_n;
input  in;
output trigger;
reg    r_trigger;
reg    r_stage1;
reg    r_stage2;
wire   w_trigger_pos;
assign trigger = r_trigger;
assign w_trigger_pos = r_stage1 & ~r_stage2;
always @ (posedge clk or negedge reset_n)
	if(~reset_n) begin
		r_trigger <= #1 1'b0;
		r_stage1  <= #1 1'b0;
		r_stage2  <= #1 1'b0;
	end else begin
		r_trigger <= #1 w_trigger_pos;
		r_stage1  <= #1 in;
		r_stage2  <= #1 r_stage1;
	end
endmodule
`timescale 1ns/1ns
module rsio_01a (
	pavsv01a2rsio_01aRSClk,
	pavsv01a2rsio_01aReset_n,
	swdec01a2rsio_01aTestMode,
	dbgif01a2rsio_01aTxBitRate,
	dbgif01a2rsio_01aTxStart,
	dbgif01a2rsio_01aTxData,
	rsio_01a2dbgif01aTxStatus,
	dbgif01a2rsio_01aRxBitRate,
	dbgif01a2rsio_01aRxFetch,
	rsio_01a2dbgif01aRxData,
	rsio_01a2dbgif01aRxStatus,
	xipRXD1,
	xopTXD1,
	xipRXD2,
	xopTXD2
);
input         pavsv01a2rsio_01aRSClk;
input         pavsv01a2rsio_01aReset_n;
input  [3:0]  swdec01a2rsio_01aTestMode;
input  [3:0]  dbgif01a2rsio_01aTxBitRate;
input         dbgif01a2rsio_01aTxStart;
input  [7:0]  dbgif01a2rsio_01aTxData;
output        rsio_01a2dbgif01aTxStatus;
input  [3:0]  dbgif01a2rsio_01aRxBitRate;
input         dbgif01a2rsio_01aRxFetch;
output [7:0]  rsio_01a2dbgif01aRxData;
output [1:0]  rsio_01a2dbgif01aRxStatus;
input         xipRXD1;
output        xopTXD1;
input         xipRXD2;
input         xopTXD2;
wire          w_TXD;
wire          w_TxData;
assign        xopTXD1 = w_TXD;
reg           r_divTxClk;
assign        w_TXD = swdec01a2rsio_01aTestMode[3] ? r_divTxClk : 
                      swdec01a2rsio_01aTestMode[2] ? xopTXD2 :
                      swdec01a2rsio_01aTestMode[1] ? xipRXD2 :
                      swdec01a2rsio_01aTestMode[0] ? xipRXD1 : w_TxData;
wire w_TxClk;
wire w_RxClk;
wire w_RxReset_n;
always @ (posedge w_TxClk or negedge pavsv01a2rsio_01aReset_n)
	if(~pavsv01a2rsio_01aReset_n) r_divTxClk <= #1 1'b0;
	else                          r_divTxClk <= #1 ~r_divTxClk;
rsclk01a  i_TxClk (
	.gatedClk(w_TxClk),                       
	.BitRateSel(dbgif01a2rsio_01aTxBitRate),  
	.reset_n(pavsv01a2rsio_01aReset_n),       
	.F25Clk(pavsv01a2rsio_01aRSClk)           
);
rstx_01a  rxtx_01a (
	.F25Clk(pavsv01a2rsio_01aRSClk),
	.txParallelData(dbgif01a2rsio_01aTxData),   
	.reset_n(pavsv01a2rsio_01aReset_n),         
	.txSerialData(w_TxData),                    
	.txTrigger(dbgif01a2rsio_01aTxStart),       
	.tx_clk(w_TxClk),                           
	.txStatus(rsio_01a2dbgif01aTxStatus)        
);
rsclk01a  i_RxClk (
	.gatedClk(w_RxClk),                       
	.BitRateSel(dbgif01a2rsio_01aRxBitRate),  
	.reset_n(w_RxReset_n),                    
	.F25Clk(pavsv01a2rsio_01aRSClk)           
);
rsrx_01a  rxrx_01a (
	.rxParallelData(rsio_01a2dbgif01aRxData),  
	.rxStatus(rsio_01a2dbgif01aRxStatus),      
	.rx_clk(w_RxClk),                          
	.rxSerialData(xipRXD1),                    
	.reset_n(pavsv01a2rsio_01aReset_n),        
	.rxTrigger(dbgif01a2rsio_01aRxFetch),      
	.sample_clk(pavsv01a2rsio_01aRSClk),       
	.rxClkReset_n(w_RxReset_n)                 
);
endmodule
--- flow/run.sh ---
#!/bin/bash
# OpenROAD 26Q1-2900-gdf79404cd8, Yosys 0.63+post, stock flow scripts
make -C /OpenROAD-flow-scripts/flow DESIGN_CONFIG=/design/flow/config.mk WORK_HOME=/design/flow/orfs finish
==> results_slide.txt <==
Physical Implementation Snapshot

Power and ir drop
  • Pleak: roughly 3.9 nW
  • Pwr dens: 615 mW/mm^2
  • Peak supply drop: 0.000387 V

Global routing
  • Largest net degree at the start of global routing: 32
  • First-pass GRT wire length: roughly 24000 um
  • Total track usage: 0.150
  • Total congestion overflow: 0
  • Antenna violations before repair: 0
  • Number of global-route vias before repair: between 4000 and 5000

STA
  • Tcrit/Tclk final: 1.19
  • Fin. Hold Viols: 0
  • Final setup viols: 45
  • Max Freq: 0.365 GHz
  • Final worst path period need: 2.74 ns
  • Final worst setup slack: -0.437 ns
  • Slew of the pin with the lowest slew margin: around 1 ns
  • Rel. slew slack: 0.334
  • Max-slew violations: 0
  • Unrepaired setup endpoints after global routing: true
  • Clock skew: 0.0705 ns

Synth
  • Cell Type Count: about 70
  • Mapped Cells: a little over 600
  • Yosys warning count: 8
  • Async SR Flop Fraction: 0.981
  • Post-synth EDFFs: 0
  • Ys flops: roughly 110
  • Synthesis area per yosys: 0.00605 sq mm
  • Avg Cell Area, Syn: 9.71 sq um
  • Most common reg cell: dfrtp_1
  • Mapped Area: 0.00605 sq mm
  • # Cells Yosys: 623

Floorplanning
  • FP Util: 0.309
  • Die Width: between 100 and 150 um
  • Core area: 0.0196 sq mm
  • Site Rows: 51
  • Chip area: 0.0207 sq mm
  • Boundary pin count: 39
  • Die height: around 140 um

Place
  • DPL Wire Length: 9510 um
  • Place WS: -0.445 ns
  • IO buf count: 38
  • Final Wtd Congestion: a little over 0.9

Worst setup path
  • CP required: 2.81 ns
  • CP Cell Sequence: inv_4 -> ha_1 -> nor2b_1 -> o22a_1 -> a21boi_1 -> nand4_1 -> or4_4 -> buf_6 -> or3_1 -> nand3_2
  • Cell family with most CP delay: simple AND/OR/NAND/NOR gates
  • Reg2reg end: i_TxClk.r_accumulatedError[1]
  • R2R Path Start: i_TxClk.r_bitRateSel[1]
  • CP Class: reg2reg
  • Worst EP arrival: 3.25 ns
  • Maximum fanout along the worst path: 6
  • CP Buf/Inv Count: 2
  • Worst path slowest cell: dfstp_2
  • Worst r2r path cells: 10
  • CP startpoint kind: flip-flop
  • Worst setup EP type: flip-flop
  • Crit path depth: 10
  • Slowest Stage Delay on Critical Path: 0.61 ns
  • Slack of the worst reg-to-reg path: -0.44 ns

Route
  • Total Wirelength: ~14000 um
  • ANT nets after route: 0
  • Via Count: 4957
  • DRC errors left: 0
  • Pre-antenna DRT Iters: 5
  • Mean routed wirelength per cell: 13.7 um
  • Antenna cells: 0
  • Initial DRC count: between 150 and 200
  • Via/cell ratio: roughly 4.8

Worst hold path
  • Hold WC Path Type: reg2async

Clock tree
  • Late-Pin Clk Latency: 0.64 ns
  • CTS tree: yes
  • Worst-path clk slew: 0.07 ns

Layout
  • # fillers: 1745
  • Most frequent cells in the layout: dfrtp_1, buf_4, nor2_1
  • Share of cells above drive strength 1: 0.321
  • Final core occ: 0.443
  • Most instantiated logic cell after routing: dfrtp_1
  • Area Growth Syn to Fin: 43.5%
  • Largest regs: i_RxClk.r_periodCounter: 15 flops, i_TxClk.r_periodCounter: 15 flops, rxtx_01a.r_shiftReg: 10 flops

Status
  • Status: complete, but fails checks
  • Failing checks: negative setup slack

Run
  • Max-cap viol count: 0
  • Tool warning count: about 44
[what timing repair did]
item                                    CTS  global route
hold endpoints to repair                 26             0
gates resized                            78            32
cloned                                    2             1
buffers inserted                         23             3
hold buffers                              1             0
endpoints found under the setup margin   46            47
pin swaps                                33            25
[Yosys cell counts (all sizes together) (3+ instances only)]
library cell	count	area share
dfstp	6	0.026
nor2	65	0.040
nand3b	4	0.0050
o21ai	25	0.021
ha	32	0.066
nor3	9	0.0074
buf	13	0.016
o21bai	3	0.0037
or3	6	0.0062
o21a	5	0.0062
nand3	36	0.030
o22ai	4	0.0041
and3	19	0.020
dfrtp	97	0.40
o211ai	3	0.0037
mux2i	11	0.018
a31oi	5	0.0052
nand2b	17	0.018
or2	7	0.0072
xnor2	21	0.030
nand4	9	0.0093
o2bb2ai	3	0.0043
nand2	25	0.016
a211oi	5	0.0062
a21boi	3	0.0037
and2	7	0.0072
a21oi	31	0.026
xor2	25	0.036
nor4	6	0.0062
inv	25	0.016
nor3b	9	0.012
clkbuf	13	0.0083
mux2	17	0.032
nor2b	13	0.013
a21o	10	0.012
[power breakdown]
part | leakage, nW | internal, mW | switching [mW]
Clock | 0.300 | 1.34 | 0.695
Sequential | 1.33 | 1.51 | 0.252
Combinational | 2.23 | 0.830 | 0.714
[routing by layer]
| metal | vias to the layer above | wire (um) | global-route usage |
|---|---|---|---|
| met5 | - | 0 | 0 |
| met4 | 0 | 247 | 0.0246 |
| met3 | 24 | 617 | 0.0354 |
| met2 | 100 | 6450 | 0.230 |
| met1 | 2352 | 6900 | 0.223 |
| li1 | 2481 | - | - |
[how the worst max path moves through the flow]
| stage | from | endpoint | slack (ns) |
|---|---|---|---|
| after CTS | i_TxClk.r_bitRateSel[1] | i_TxClk.r_accumulatedError[1] | -0.39 |
| after global routing | i_TxClk.r_bitRateSel[1] | i_TxClk.r_accumulatedError[0] | -0.50 |
| final | i_TxClk.r_bitRateSel[1] | i_TxClk.r_accumulatedError[1] | -0.44 |
[cell families (layout without fill, tap and decap cells)]
group,after synthesis,count (layout),synth area share
AND-OR/OR-AND,119,119,0.130
XOR/XNOR,46,46,0.0666
adder cells (fa/ha/maj),34,34,0.0728
buffers and inverters,51,196,0.0397
flip-flops,103,103,0.427
latches,2,2,0.00497
multiplexers,28,28,0.0499
other,1,1,0.000620
AND/OR/NAND/NOR,239,240,0.208
[worst register-to-register path: stages (launching register included)]
cell	delay, ns
dfstp_2	0.61
inv_4	0.08
ha_1	0.19
nor2b_1	0.17
o22a_1	0.22
a21boi_1	0.18
nand4_1	0.12
or4_4	0.55
buf_6	0.16
or3_1	0.32
nand3_2	0.07
[area by class of cell]
| type | count | area, sq um | area share |
|---|---|---|---|
| Clock inverter | 7 | 106 | 0.0123 |
| Multi-Input combinational cell | 468 | 3690 | 0.425 |
| Clock buffer | 21 | 514 | 0.0592 |
| Timing Repair Buffer | 143 | 1310 | 0.151 |
| Inverter | 25 | 111 | 0.0128 |
| Sequential cell | 105 | 2620 | 0.301 |
| Tap cell | 265 | 332 | 0.0382 |
[through the flow]
stage	setup TNS, ns	hold slack (ns)	total power, mW	instances	instance area (sq um)
2_1_floorplan	-6.45	0.164	2.56	623	6210
3_3_place_gp	-10.30	0.227	3.04	978	7360
3_5_place_dp	-10.92	0.227	3.03	978	7360
4_1_cts	-10.89	0.276	5.31	1031	8530
5_1_grt	-16.71	0.278	5.68	1034	8680
6_report	-13.04	0.264	5.34	1034	8680
Power figures rest on the tool's default switching activity, not on a simulated workload.
