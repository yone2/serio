==> /design/flow/design.v <==
`timescale 1ns/1ns
module cgate01a (clk, en, test, gclk);
input  clk;
input  en;
input  test;
output gclk;
wire w_open;
assign w_open = en | test;
reg  latched;
always @ (clk) 
	if(~clk) latched <= #1 w_open;
assign gclk = latched & clk;
endmodule
`timescale 1ns/1ps
module sccb_bridge(
	sccb_clk,
	sccb_reset_n,
	sccb_div,
	sio_c,
	sio_d,
	pwdn,
	mcmd,
	maddr,
	mdata,
	scmdaccept,
	sresp,
	sdata,
	debug_out
);
input        sccb_clk;
input        sccb_reset_n;
input  [7:0] sccb_div;
output       sio_c;
inout        sio_d;
output       pwdn;
input  [2:0] mcmd;
input [14:0] maddr;
input  [7:0] mdata;
output       scmdaccept;
output [1:0] sresp;
output [7:0] sdata;
output [7:0] debug_out;
reg [7:0] r_divcount;
wire      w_sccb_clken;
wire      w_sccb_gclk;
wire      w_sccb_wclken;
wire      w_sccb_gwclk;
assign w_sccb_clken  = (r_divcount == 8'h00) ? 1 : 0;
assign w_sccb_wclken = (r_divcount == {1'b0,sccb_div[7:1]}) | w_sccb_clken;
reg r_sccb_clken;
reg r_sccb_wclken;
always @ (posedge sccb_clk or negedge sccb_reset_n)
	if(~sccb_reset_n) r_sccb_clken <= #1 1'b0;
	else              r_sccb_clken <= #1 w_sccb_clken;
always @ (posedge sccb_clk or negedge sccb_reset_n)
	if(~sccb_reset_n) r_sccb_wclken <= #1 1'b0;
	else              r_sccb_wclken <= #1 w_sccb_wclken;	
cgate01a cgate_sccb1(.clk(sccb_clk), .en(r_sccb_clken),  .test(1'b0), .gclk(w_sccb_gclk));
cgate01a cgate_sccb2(.clk(sccb_clk), .en(r_sccb_wclken), .test(1'b0), .gclk(w_sccb_gwclk));
always @ (posedge sccb_clk or negedge sccb_reset_n)
	if(~sccb_reset_n) r_divcount <= #1 8'h01;
	else              r_divcount <= #1 (r_divcount == sccb_div) ? 8'h00 : r_divcount + 1;
parameter P_SCCB_IDLE          = 3'b000;
parameter P_SCCB_SENDING_START = 3'b001;
parameter P_SCCB_SENDING_IDW   = 3'b010;
parameter P_SCCB_SENDING_ADDR  = 3'b011;
parameter P_SCCB_SENDING_DATA  = 3'b100;
parameter P_SCCB_SENDING_STOP  = 3'b101;
parameter P_SCCB_SENDING_IDR   = 3'b110;
parameter P_SCCB_RECEIVING_DAT = 3'b111;
reg [2:0]    r_sccb_state;
wire         w_sccb_idle;
assign w_sccb_idle = (r_sccb_state == 3'b000);
reg          r_sio_c;
reg          r_sio_c_pre;
reg          r_sio_d;
reg          r_sio_d_oe;
reg [17:0]   r_seq_sio_c;
reg [17:0]   r_seq_sio_d;
reg [17:0]   r_seq_sio_d_oe;
wire [17:0]  w_seq_sio_c;
wire [17:0]  w_seq_sio_d;
wire [17:0]  w_seq_sio_d_oe;
wire         w_sio_din;
assign sio_c = r_sio_c;
assign sio_d = r_sio_d_oe ? r_sio_d : 1'bz;
assign w_sio_din = !r_sio_d_oe & sio_d;
assign pwdn  = 1'b0;  
reg [2:0]    r_mcmd;
reg [14:0]   r_maddr;
reg [7:0]    r_mdata;
reg [7:0]    r_sresp;
reg [7:0]    r_sdata;
assign scmdaccept  = w_sccb_idle;
assign sresp       = r_sresp;
assign sdata       = r_sdata;
parameter P_SEQ_CD_IDLE  = 18'b11_1111_1111_1111_1111;
parameter P_SEQ_CD_START = 18'b11_1111_1111_1111_1110;
parameter P_SEQ_OE_START = 18'b11_1111_1111_1111_1111;
parameter P_SEQ_CD_END   = 18'b01_1111_1111_1111_1111;
parameter P_SEQ_OE_END   = 18'b11_1111_1111_1111_1111;
parameter P_SEQ_RUN_CLK  = 18'b10_1010_1010_1010_1010;
parameter P_SEQ_RUN_WOE  = 18'b11_1111_1111_1111_1100;
parameter P_SEQ_RUN_ROE  = 18'b00_0000_0000_0000_0000;
wire [17:0] w_seq_dat_wrid;
wire [17:0] w_seq_dat_rdid;
wire [17:0] w_seq_dat_addr;
wire [17:0] w_seq_dat_data;
assign w_seq_dat_wrid = {r_maddr[14],r_maddr[14],
	r_maddr[13],r_maddr[13],r_maddr[12],r_maddr[12],r_maddr[11],r_maddr[11],
	r_maddr[10],r_maddr[10],r_maddr[9],r_maddr[9],r_maddr[8],r_maddr[8],2'b00,2'b00};
assign w_seq_dat_rdid = {r_maddr[14],r_maddr[14],
	r_maddr[13],r_maddr[13],r_maddr[12],r_maddr[12],r_maddr[11],r_maddr[11],
	r_maddr[10],r_maddr[10],r_maddr[9],r_maddr[9],r_maddr[8],r_maddr[8],2'b11,2'b00};
assign w_seq_dat_addr = {r_maddr[7],r_maddr[7],
	r_maddr[6],r_maddr[6],r_maddr[5],r_maddr[5],r_maddr[4],r_maddr[4],r_maddr[3],r_maddr[3],
	r_maddr[2],r_maddr[2],r_maddr[1],r_maddr[1],r_maddr[0],r_maddr[0],2'b11};
assign w_seq_dat_data = {r_mdata[7],r_mdata[7],
	r_mdata[6],r_mdata[6],r_mdata[5],r_mdata[5],r_mdata[4],r_mdata[4],r_mdata[3],r_mdata[3],
	r_mdata[2],r_mdata[2],r_mdata[1],r_mdata[1],r_mdata[0],r_mdata[0],2'b11};
function [17:0] seq_select_clk;
	input [2:0] next_state;
	case(next_state) 
		P_SCCB_IDLE          : seq_select_clk = P_SEQ_CD_IDLE;
		P_SCCB_SENDING_START : seq_select_clk = P_SEQ_CD_START;
		P_SCCB_SENDING_IDW   : seq_select_clk = P_SEQ_RUN_CLK;
		P_SCCB_SENDING_ADDR  : seq_select_clk = P_SEQ_RUN_CLK;
		P_SCCB_SENDING_DATA  : seq_select_clk = P_SEQ_RUN_CLK;
		P_SCCB_SENDING_IDR   : seq_select_clk = P_SEQ_RUN_CLK;
		P_SCCB_RECEIVING_DAT : seq_select_clk = P_SEQ_RUN_CLK;
		P_SCCB_SENDING_STOP  : seq_select_clk = P_SEQ_CD_END;
		default              : seq_select_clk = P_SEQ_CD_IDLE;
	endcase
endfunction
function [17:0] seq_select_dat;
	input [2:0] next_state;
	input [17:0] wrid;
	input [17:0] rdid;
	input [17:0] addr;
	input [17:0] data;
	case(next_state) 
		P_SCCB_IDLE          : seq_select_dat = P_SEQ_CD_IDLE;
		P_SCCB_SENDING_START : seq_select_dat = P_SEQ_CD_START;
		P_SCCB_SENDING_IDW   : seq_select_dat = wrid;
		P_SCCB_SENDING_ADDR  : seq_select_dat = addr;
		P_SCCB_SENDING_DATA  : seq_select_dat = data;
		P_SCCB_SENDING_IDR   : seq_select_dat = rdid;
		P_SCCB_RECEIVING_DAT : seq_select_dat = P_SEQ_CD_IDLE;
		P_SCCB_SENDING_STOP  : seq_select_dat = P_SEQ_CD_END;
		default              : seq_select_dat = P_SEQ_CD_IDLE;
	endcase
endfunction
function [17:0] seq_select_oe;
	input [2:0] next_state;
	case(next_state) 
		P_SCCB_IDLE          : seq_select_oe  = P_SEQ_OE_START;
		P_SCCB_SENDING_START : seq_select_oe  = P_SEQ_OE_START;
		P_SCCB_SENDING_IDW   : seq_select_oe  = P_SEQ_RUN_WOE;
		P_SCCB_SENDING_ADDR  : seq_select_oe  = P_SEQ_RUN_WOE;
		P_SCCB_SENDING_DATA  : seq_select_oe  = P_SEQ_RUN_WOE;
		P_SCCB_SENDING_IDR   : seq_select_oe  = P_SEQ_RUN_WOE;
		P_SCCB_RECEIVING_DAT : seq_select_oe  = P_SEQ_RUN_ROE;
		P_SCCB_SENDING_STOP  : seq_select_oe  = P_SEQ_OE_END;
		default              : seq_select_oe  = P_SEQ_OE_START;
	endcase
endfunction
always @ (posedge sccb_clk or negedge sccb_reset_n)
	if(~sccb_reset_n) begin
		r_mcmd  <= #1 3'b000;
		r_maddr <= #1 15'h0000;
		r_mdata <= #1 8'h00;
	end else begin
		r_mcmd  <= #1 w_sccb_idle ? mcmd  : r_mcmd;
		r_maddr <= #1 w_sccb_idle ? maddr : r_maddr;
		r_mdata <= #1 w_sccb_idle ? mdata : r_mdata;
	end
wire w_mcmd_valid;
wire w_wr_en;
wire w_rd_en;
assign w_mcmd_valid = ~r_mcmd[2] & (r_mcmd[1] ^ r_mcmd[0]);
assign w_wr_en = w_mcmd_valid & r_mcmd[0];
assign w_rd_en = w_mcmd_valid & r_mcmd[1];
reg  [2:0] r_sccb_next;
reg        r_update_seq;
reg  [4:0] r_seq_cnt;
reg  [8:0] r_read_data;
wire       w_seq_cnt_done;
assign w_seq_cnt_done = (r_seq_cnt == 5'd17);
assign w_seq_sio_c = seq_select_clk(r_sccb_next);
assign w_seq_sio_d = seq_select_dat(r_sccb_next, w_seq_dat_wrid, w_seq_dat_rdid, w_seq_dat_addr, w_seq_dat_data);
assign w_seq_sio_d_oe = seq_select_oe(r_sccb_next);
always @ (posedge w_sccb_gclk or negedge sccb_reset_n)
	if(~sccb_reset_n) begin
		r_sccb_state <= #1 P_SCCB_IDLE;
		r_sccb_next  <= #1 P_SCCB_IDLE;
		r_update_seq <= #1 1'b0;
		r_seq_cnt    <= #1 5'd0;
		r_sdata      <= #1 8'h00;
		r_sresp      <= #1 2'b00;
	end else begin
		r_seq_cnt    <= #1 w_sccb_idle ? 5'd0 : w_seq_cnt_done ? 5'd0 : r_seq_cnt + 5'd1;
		r_update_seq <= #1 w_sccb_idle ? (w_mcmd_valid ? 1'b1 : 1'b0) : w_seq_cnt_done ? 1'b1 : 1'b0;
		if(r_sccb_state == P_SCCB_IDLE) begin
			r_sccb_next  <= #1 P_SCCB_SENDING_START;
			r_sccb_state <= #1 w_mcmd_valid   ? P_SCCB_SENDING_START : r_sccb_state;
			r_sresp      <= #1 w_mcmd_valid & w_wr_en ? 2'b01 : 2'b00;  
			r_sdata      <= #1 8'h00;
		end else if(r_sccb_state == P_SCCB_SENDING_START) begin
			r_sccb_next  <= #1 P_SCCB_SENDING_IDW;
			r_sccb_state <= #1 w_seq_cnt_done ? P_SCCB_SENDING_IDW : r_sccb_state;
			r_sresp      <= #1 2'b00;  
		end else if(r_sccb_state == P_SCCB_SENDING_IDW) begin
			r_sccb_next  <= #1 P_SCCB_SENDING_ADDR;
			r_sccb_state <= #1 w_seq_cnt_done ? P_SCCB_SENDING_ADDR : r_sccb_state;
		end else if(r_sccb_state == P_SCCB_SENDING_ADDR) begin
			r_sccb_next  <= #1 (w_wr_en?P_SCCB_SENDING_DATA:P_SCCB_SENDING_IDR);
			r_sccb_state <= #1 w_seq_cnt_done ? (w_wr_en?P_SCCB_SENDING_DATA:P_SCCB_SENDING_IDR) : r_sccb_state;
		end else if(r_sccb_state == P_SCCB_SENDING_DATA) begin
			r_sccb_next  <= #1 P_SCCB_SENDING_STOP;
			r_sccb_state <= #1 w_seq_cnt_done ? P_SCCB_SENDING_STOP  : r_sccb_state;
		end else if(r_sccb_state == P_SCCB_SENDING_IDR) begin
			r_sccb_next  <= #1 P_SCCB_RECEIVING_DAT;
			r_sccb_state <= #1 w_seq_cnt_done ? P_SCCB_RECEIVING_DAT : r_sccb_state;
		end else if(r_sccb_state == P_SCCB_RECEIVING_DAT) begin
			r_sccb_next  <= #1 P_SCCB_SENDING_STOP;
			r_sccb_state <= #1 w_seq_cnt_done ? P_SCCB_SENDING_STOP  : r_sccb_state;
			r_sresp      <= #1 w_seq_cnt_done ? 2'b01 : 2'b00;  
			r_sdata      <= #1 w_seq_cnt_done ? r_read_data[8:1] : r_sdata;
		end else if(r_sccb_state == P_SCCB_SENDING_STOP) begin
			r_sccb_next  <= #1 P_SCCB_IDLE;
			r_sccb_state <= #1 w_seq_cnt_done ? P_SCCB_IDLE          : r_sccb_state;
			r_sresp      <= #1 2'b00;  
			r_sdata      <= #1 8'h00;
		end
	end
always @ (posedge w_sccb_gclk or negedge sccb_reset_n) 
	if(~sccb_reset_n) begin
		r_sio_c_pre    <= #1 1'b1;
		r_sio_d        <= #1 1'b1;
		r_sio_d_oe     <= #1 1'b0;
		r_seq_sio_c    <= #1 18'h3ffff;
		r_seq_sio_d    <= #1 18'h3ffff;
		r_seq_sio_d_oe <= #1 18'h3ffff;
		r_read_data    <= #1 9'h000;
	end else begin
		r_sio_c_pre    <= #1 r_seq_sio_c[17];
		r_sio_d        <= #1 r_seq_sio_d[17];
		r_sio_d_oe     <= #1 r_seq_sio_d_oe[17];
		r_seq_sio_c    <= #1 r_update_seq ? w_seq_sio_c   : {r_seq_sio_c[16:0], 1'b1};
		r_seq_sio_d    <= #1 r_update_seq ? w_seq_sio_d   : {r_seq_sio_d[16:0], 1'b1};
		r_seq_sio_d_oe <= #1 r_update_seq ? w_seq_sio_d_oe: {r_seq_sio_d_oe[16:0], 1'b1} ;
		r_read_data    <= #1 (!r_sio_d_oe & r_sio_c_pre & !r_seq_sio_c[17]) ? {r_read_data[7:0], w_sio_din} : r_read_data;
	end
always @ (posedge w_sccb_gwclk or negedge sccb_reset_n) 
	if(~sccb_reset_n) r_sio_c <= #1 1'b1;
	else              r_sio_c <= #1 r_sio_c_pre;
assign debug_out = {r_sio_c, r_sio_d, r_sio_d_oe, scmdaccept, 2'b00, r_sccb_state};
endmodule
==> /design/flow/run.sh <==
#!/bin/bash
# OpenROAD 26Q1-2900-gdf79404cd8, Yosys 0.63+post, stock flow scripts
make -C /OpenROAD-flow-scripts/flow DESIGN_CONFIG=/design/flow/config.mk WORK_HOME=/design/flow/orfs finish
==> /design/flow/config.mk <==
export PLATFORM = sky130hd
export DESIGN_NAME = sccb_bridge
export DESIGN_NICKNAME = sccb_bridge
export VERILOG_FILES = /design/flow/design.v
export SDC_FILE = /design/flow/constraint.sdc
export NUM_CORES = 4
export LEC_CHECK = 1
export CORE_UTILIZATION = 30
==> /design/flow/constraint.sdc <==
current_design sccb_bridge

set clk_period 5.1
set clk_io_pct 0.2

create_clock -name clk0 -period $clk_period [get_ports {sccb_clk}]

set non_clock_inputs [all_inputs -no_clocks]
set_input_delay [expr $clk_period * $clk_io_pct] -clock clk0 $non_clock_inputs
set_output_delay [expr $clk_period * $clk_io_pct] -clock clk0 [all_outputs]
==> flow_metrics.env <==
# physical design summary
export IMPL_cts_hold_buffers=0
export IMPL_cts_setup_buffers=0
export IMPL_die_w_um=136
export IMPL_yosys_cells=434
export IMPL_ys_async_sr_fraction_pct=98.4
export IMPL_synth_warnings=3
export IMPL_stop_stage="clock tree synthesis (4_1_cts)"
export IMPL_gp_congestion=0.784
export IMPL_top_cells_by_area="dfrtp_1 (31%), dfstp_2 (28%), mux2_2 (7.8%), xor2_1 (3.3%), o21ai_0 (2.8%)"
export IMPL_firstError="[error] [KeplerFormal.cpp:679] Workflow failed: Iso has multiple drivers: .sio_d0, sio_d$_DFF_PN1_.Q0"
export IMPL_fp_util_pct=30.9
export IMPL_yosys_area_um2=5360
export IMPL_netlist_instances=434
export IMPL_pin_count=58
export IMPL_ys_dominant_reg_cell="dfrtp_1"
export IMPL_top_area_cell="dfrtp_1"
export IMPL_port_buffers=52
export IMPL_status="did not finish"
export IMPL_top_area_share_pct=30.8
export IMPL_cts_resized=0
export IMPL_hpwl_um=6090
export IMPL_rows=48
export IMPL_synth_flops=126
export IMPL_die_y_um=136
export IMPL_synth_distinct_cells=51
export IMPL_pre_cts_slack_ps=2180
export IMPL_synth_edff_count=0
export IMPL_synth_avg_cell_area_um2=12.3
export IMPL_synth_area_um2=5360
==> cells in the mapped netlist, types with 3 or more instances <==
master,count
a22oi_1,4
clkbuf_1,13
dfrtp_1,66
mux2_2,37
ha_1,4
a21oi_1,6
dfstp_2,58
or2_2,8
or3_1,3
o21a_1,15
a32o_1,8
buf_1,3
a22o_1,8
inv_1,37
nand3_1,8
nor2_1,19
xor2_1,20
o22ai_1,12
and2_1,4
nand2_1,6
o21ai_0,30
nor4_4,3
buf_2,8
buf_4,9
nor3b_1,9
xnor2_1,3
nor4_1,3
==> through the flow <==
stage	std cells	instance area, um2	hold WS [ps]
floorplan	437	5370	226
global placement	683	6010	231
detailed placement	683	6010	230
==> cells by family after synthesis <==
family                     after synthesis  share of synthesized area [%]
latches                                  2                          0.561
AOI/OAI and AO/OA                       95                           12.1
other                                    1                         0.0700
buffers and inverters                   72                           6.14
and+or+nand+nor                         73                           8.76
DFF                                    124                           59.3
adders and majority gates                4                          0.934
muxes                                   40                           8.36
xor gates and xnor gates                23                           3.76
