[flow/run.sh]
#!/bin/bash
# OpenROAD 26Q1-2900-gdf79404cd8, Yosys 0.63+post, stock flow scripts
make -C /OpenROAD-flow-scripts/flow DESIGN_CONFIG=/design/flow/config.mk WORK_HOME=/design/flow/orfs finish
[flow/config.mk]
export PLATFORM = sky130hd
export DESIGN_NAME = sccb_config
export DESIGN_NICKNAME = sccb_config
export VERILOG_FILES = /design/flow/design.v
export SDC_FILE = /design/flow/constraint.sdc
export NUM_CORES = 4
export LEC_CHECK = 1
export CORE_UTILIZATION = 50
[flow/constraint.sdc]
current_design sccb_config

set clk_period 4.0
set clk_io_pct 0.2

create_clock -name clk0 -period $clk_period [get_ports {config_clk}]

set non_clock_inputs [all_inputs -no_clocks]
set_input_delay [expr $clk_period * $clk_io_pct] -clock clk0 $non_clock_inputs
set_output_delay [expr $clk_period * $clk_io_pct] -clock clk0 [all_outputs]
[flow/design.v]
`timescale 1ns/1ps
module case_rom(romaddr, t_cmd, t_addr, t_data);
input  [7:0] romaddr;
output [1:0] t_cmd;
output [7:0] t_addr;
output [7:0] t_data;
assign {t_cmd, t_addr, t_data} = rom_table(romaddr);
function [17:0] rom_table;
	input [7:0] addr;
	case (addr)
	8'h00   : rom_table = 18'h1_01_40;
	8'h01   : rom_table = 18'h1_02_60;
	8'h02   : rom_table = 18'h1_03_0a;
	8'h03   : rom_table = 18'h1_0c_00;
	8'h04   : rom_table = 18'h1_0e_61;
	8'h05   : rom_table = 18'h1_0f_4b;
	8'h06   : rom_table = 18'h1_15_00;
	8'h07   : rom_table = 18'h1_16_02;
	8'h08   : rom_table = 18'h1_17_13;
	8'h09   : rom_table = 18'h1_18_01;
	8'h0a   : rom_table = 18'h1_19_02;
	8'h0b   : rom_table = 18'h1_1a_7a;
	8'h0c   : rom_table = 18'h1_1e_07;
	8'h0d   : rom_table = 18'h1_21_02;
	8'h0e   : rom_table = 18'h1_22_91;
	8'h0f   : rom_table = 18'h1_29_07;
	8'h10   : rom_table = 18'h1_32_b6;
	8'h11   : rom_table = 18'h1_33_0b;
	8'h12   : rom_table = 18'h1_34_11;
	8'h13   : rom_table = 18'h1_35_0b;
	8'h14   : rom_table = 18'h1_37_1d;
	8'h15   : rom_table = 18'h1_38_71;
	8'h16   : rom_table = 18'h1_39_2a;
	8'h17   : rom_table = 18'h1_3b_12;
	8'h18   : rom_table = 18'h1_3c_78;
	8'h19   : rom_table = 18'h1_3d_c3;
	8'h1a   : rom_table = 18'h1_3e_00;
	8'h1b   : rom_table = 18'h1_3f_00;
	8'h1c   : rom_table = 18'h1_41_08;  
	8'h1d   : rom_table = 18'h1_41_38;
	8'h1e   : rom_table = 18'h1_43_0a;
	8'h1f   : rom_table = 18'h1_44_f0;
	8'h20   : rom_table = 18'h1_45_34;
	8'h21   : rom_table = 18'h1_46_58;
	8'h22   : rom_table = 18'h1_47_28;
	8'h23   : rom_table = 18'h1_48_3a;
	8'h24   : rom_table = 18'h1_4b_09;
	8'h25   : rom_table = 18'h1_4c_00;
	8'h26   : rom_table = 18'h1_4d_40;
	8'h27   : rom_table = 18'h1_4e_20;
	8'h28   : rom_table = 18'h1_4f_80;
	8'h29   : rom_table = 18'h1_50_80;
	8'h2a   : rom_table = 18'h1_51_00;
	8'h2b   : rom_table = 18'h1_52_22;
	8'h2c   : rom_table = 18'h1_53_5e;
	8'h2d   : rom_table = 18'h1_54_80;
	8'h2e   : rom_table = 18'h1_56_40;
	8'h2f   : rom_table = 18'h1_58_9e;
	8'h30   : rom_table = 18'h1_59_88;
	8'h31   : rom_table = 18'h1_5a_88;
	8'h32   : rom_table = 18'h1_5b_44;
	8'h33   : rom_table = 18'h1_5c_67;
	8'h34   : rom_table = 18'h1_5d_49;
	8'h35   : rom_table = 18'h1_5e_0e;
	8'h36   : rom_table = 18'h1_69_00;
	8'h37   : rom_table = 18'h1_6a_40;
	8'h38   : rom_table = 18'h1_6b_0a;
	8'h39   : rom_table = 18'h1_6c_0a;
	8'h3a   : rom_table = 18'h1_6d_55;
	8'h3b   : rom_table = 18'h1_6e_11;
	8'h3c   : rom_table = 18'h1_6f_9f;
	8'h3d   : rom_table = 18'h1_70_3a;
	8'h3e   : rom_table = 18'h1_71_35;
	8'h3f   : rom_table = 18'h1_72_11;
	8'h40   : rom_table = 18'h1_73_f0;
	8'h41   : rom_table = 18'h1_74_10;
	8'h42   : rom_table = 18'h1_75_05;
	8'h43   : rom_table = 18'h1_76_e1;
	8'h44   : rom_table = 18'h1_77_01;
	8'h45   : rom_table = 18'h1_78_04;
	8'h46   : rom_table = 18'h1_79_01;
	8'h47   : rom_table = 18'h1_8d_4f;
	8'h48   : rom_table = 18'h1_8e_00;
	8'h49   : rom_table = 18'h1_8f_00;
	8'h4a   : rom_table = 18'h1_90_00;
	8'h4b   : rom_table = 18'h1_91_00;
	8'h4c   : rom_table = 18'h1_96_00;
	8'h4d   : rom_table = 18'h1_96_00;
	8'h4e   : rom_table = 18'h1_97_30;
	8'h4f   : rom_table = 18'h1_98_20;
	8'h50   : rom_table = 18'h1_99_30;
	8'h51   : rom_table = 18'h1_9a_00;
	8'h52   : rom_table = 18'h1_9a_84;
	8'h53   : rom_table = 18'h1_9b_29;
	8'h54   : rom_table = 18'h1_9c_03;
	8'h55   : rom_table = 18'h1_9d_4c;
	8'h56   : rom_table = 18'h1_9e_3f;
	8'h57   : rom_table = 18'h1_a2_02;
	8'h58   : rom_table = 18'h1_a4_88;
	8'h59   : rom_table = 18'h1_b0_84;
	8'h5a   : rom_table = 18'h1_b1_0c;
	8'h5b   : rom_table = 18'h1_b2_0e;
	8'h5c   : rom_table = 18'h1_b3_82;
	8'h5d   : rom_table = 18'h1_b8_0a;
	8'h5e   : rom_table = 18'h1_c8_f0;
	8'h5f   : rom_table = 18'h1_c9_60;
	default : rom_table = 18'h1_00_00;
	endcase
endfunction
endmodule
`timescale 1ns/1ps
module sccb_config(
	config_clk, config_reset_n, 
	sccb_div, mcmd, maddr, mdata, 
	scmdaccept, sresp, sdata
);
input         config_clk;
input         config_reset_n;
output  [7:0] sccb_div;
output  [2:0] mcmd;
output [14:0] maddr;
output  [7:0] mdata;
input         scmdaccept;
input   [1:0] sresp;
input   [7:0] sdata;
assign sccb_div = 8'd50;
reg [7:0] r_rom_addr;
reg [2:0] r_mcmd;
reg [7:0] r_maddr;
reg [7:0] r_mdata;
assign mcmd     = {1'b0, r_mcmd};
assign maddr    = {7'b0100001, r_maddr};
assign mdata    = r_mdata;
wire [1:0] w_cmd;
wire [7:0] w_addr;
wire [7:0] w_data;
case_rom case_rom(
	.romaddr(r_rom_addr), 
	.t_cmd(w_cmd),
	.t_addr(w_addr),
	.t_data(w_data)
);
always @ (posedge config_clk or negedge config_reset_n)
	if(~config_reset_n) begin
		r_mcmd     <= #1 2'b00;
		r_maddr    <= #1 8'h00;
		r_mdata    <= #1 8'h00;
	end else begin
		r_mcmd     <= #1 w_cmd;
		r_maddr    <= #1 w_addr;
		r_mdata    <= #1 w_data;
	end
reg [1:0] r_handshake;
always @ (posedge config_clk or negedge config_reset_n)
	if(~config_reset_n) begin
		r_rom_addr  <= #1 8'h00;
		r_handshake <= #1 2'b11;
	end else begin
		if(r_handshake == 2'b00) begin  
			r_handshake <= #1 scmdaccept ? ((sresp == 2'b01) ? 2'b10 : 2'b01) : r_handshake;
		end else if(r_handshake == 2'b01) begin
			r_handshake <= #1 (sresp == 2'b01) ? 2'b10 : r_handshake;
		end else if(r_handshake == 2'b10) begin
			r_handshake <= #1 2'b00;
			r_rom_addr  <= #1 (r_rom_addr == 8'hff) ? r_rom_addr : r_rom_addr + 8'h1;
		end else if(r_handshake == 2'b11) begin
			r_handshake <= #1 2'b00;
		end
	end
endmodule
==> flow_metrics.rpt <==
=== SYNTHESIS / PLACE & ROUTE SUMMARY ===
----------------------------------------------------
[Status]
  Outcome ........................ completed

[Synth]
  Post-Synth Simple-Gate Area ........................ roughly a fifth
  Synthesized-area fraction occupied by ao, oa, aoi and oai cells ........................ between 30% and 40%
  Area fraction in full adders, half adders and majority gates ........................ 5.882%
  Flop and latch count out of synthesis ........................ 29
  Main combinational cell family by area after synthesis ........................ AND-OR/OR-AND gates
  Post-synthesis cell area ........................ 3148 sq um
  Gate count of the mapped netlist ........................ 386
  Mean Syn Cell Area ........................ around 8.2 sq um
  Leading register cell type out of synthesis ........................ dfrtp_1
  Portion of netlist area occupied by mux cells ........................ between 5 and 6%
  EDFF count, synth ........................ 0
  FFs w/ async S/R, synth ........................ roughly 100%
  Sequential element share of the synthesized area ........................ between 20% and 30%
  Netlist cell types ........................ 74
  Yosys warning tally ........................ 2
  Chip Area, Yosys ........................ roughly 3100 sq um
  Area fraction in xor and xnor cells ........................ about 1.7%
  Post-synthesis cell count from yosys ........................ between 300 and 400

[Timing]
  Worst setup margin ........................ about 1300 ps
  RSZ-0062 raised after global routing ........................ false
  Setup tns final ........................ 0 ps
  Min Hold Slack ........................ 469.0 ps
  Time the final worst path needs with I/O delays and setup ........................ around 2700 ps
  Final Hold Violating Endpoints ........................ 0
  Setup violators final ........................ 0
  Transition at the pin with the smallest max-transition slack ........................ between 700 and 800 ps
  Slew margin rel. ........................ 49.71%
  Post-route clock skew ........................ just under 9 ps
  Fin crit share ........................ 66.87%
  Slew Viols, Final ........................ 0
  Highest achievable clock rate ........................ roughly 0.37 GHz

[Layout]
  Core Util, Final ........................ between 50% and 60%
  Final std cell area, no fill ........................ between 3000 and 4000 sq um
  Leading cell types in the layout, fill and taps excluded ........................ dfrtp_1 (26), a21oi_1 (25), o21ai_0 (22), clkdlybuf4s50_1 (21), nor2_1 (20)
  Proportion of layout cells with a drive suffix above 1 ........................ between 10% and 20%
  Final instance count without filler cells ........................ between 400 and 500
  Most common cell after layout, fill and taps aside ........................ dfrtp_1
  Area growth, synth to finish ........................ 6.081%

[Global routing]
  Number of antenna violations at the first check in global routing ........................ 0
  Overall track demand over capacity in global routing ........................ between 30% and 40%
  Vias in the first global route ........................ between 2000 and 3000
  Congestion Overflow GR ........................ 0
  Maximum number of pins on one net before global-route repair ........................ ~80
  First-pass GRT wire length ........................ around 15 mm

[Run]
  Max-capacitance violation count ........................ 0
  Total number of warnings across the stage logs ........................ 45

[Pwr]
  Power after layout ........................ between 1.5 and 2 mW
  Leak ........................ around 1.3 nW
  Power per unit of standard cell area ........................ ~500 nW/um^2
  Maximum ir drop on the vdd rail ........................ between 0.4 and 0.5 mV

[Setup path]
  Endpoint class of the critical path ........................ register
  Setup Crit Path Kind ........................ register to register
  Startpoint type of the worst setup path ........................ register
  Max Fanout on Critical Path ........................ 14
  Crit path arrival time ........................ roughly 2800 ps
  WP data required ........................ 4160 ps

[Clock tree]
  Clock sink total ........................ 29
  Count of H-tree levels built during CTS ........................ 2
  Quantity of hold-fixing buffers added after cts ........................ 0
  Post-CTS Setup Bufs ........................ 0
  Clk slew on worst S/H paths ........................ 70 ps
  Maximum count of clock buffers along a single path ........................ 2
  Inserted Clock Buffers ........................ 5
  Clock tree from TritonCTS ........................ yes
  Resized cells post-CTS ........................ 0
  Insertion delay of the later-clocked pin in the worst-skew pair ........................ 290 ps
  Master cell of the clock root buffer ........................ clkbuf_8

[Route]
  Antenna Violating Nets Remaining ........................ 0
  Post-detailed-route wirelength per cell ........................ around 20 microns
  Initial drt markers ........................ between 400 and 500
  Drt total wl ........................ 9.134 mm
  Number of diodes added for antenna fixing ........................ 0
  Detailed-route DRC error count ........................ 0
  Drt pass-1 iters ........................ 5
  Vias per Instance ........................ about 6.5
  Via count of the routed design ........................ between 2000 and 3000

[Hold path]
  Worst min path class ........................ register to register

[Floorplanning]
  Vert. Die Dim ........................ between 80 and 90 microns
  Std-Cell Rows ........................ 28
  Init Core Util ........................ 52.55%
  Area of the die ........................ approximately 6600 sq um
  Area of the core ........................ roughly 6000 sq um
  Die Span X ........................ between 80 and 90 microns
  # IOs ........................ about 47

[Placement]
  Count of port buffers added during placement ........................ 21
  Placed instance area ........................ 3253 sq um
  Hpwl dp ........................ a little under 6 mm
  Final weighted congestion in routability-driven placement ........................ about 0.98
  Worst setup timing slack at the placement stage ........................ about 1400 ps
  Placed Cells ........................ about 450

----------------------------------------------------
==> cell usage after synthesis (4+ instances only) <==
cell	count	share of area [%]
a2111oi_0	4	1.1
a211oi_1	11	2.6
a21oi_1	25	4.0
a221oi_1	8	2.2
a31o_2	4	1.1
a31oi_1	5	0.99
and2_1	4	0.79
buf_2	20	3.2
buf_4	20	4.8
clkbuf_1	13	1.6
dfrtp_1	28	22
ha_1	14	5.6
inv_1	12	1.4
mux2i_1	6	1.9
mux4_2	4	2.9
nand2_1	18	2.1
nand2b_1	12	2.4
nand3_1	4	0.64
nand4_1	4	0.79
nor2_1	20	2.4
nor2b_1	19	3.8
nor3_1	8	1.3
nor3b_1	5	1.2
o2111ai_1	4	1.1
o211ai_1	8	1.9
o21ai_0	22	3.5
xnor2_1	5	1.4
==> routing by layer <==
| metal | global-route usage, % | vias to the layer above | part of all wire (%) |
|---|---|---|---|
| met1 | 44.86 | 1405 | 44 |
| met2 | 45.58 | 158 | 44 |
| met5 | 0 | - | 0 |
| met4 | 8.214 | 0 | 3.2 |
| li1 | - | 1397 | - |
| met3 | 5.587 | 29 | 8.6 |
==> cell type report <==
cell class | count | area (sq um)
multi-input combinational | 303 | 2103
inverter | 13 | 48.80
clock inverter | 3 | 17.52
fill | 557 | 2651
clock buffer | 5 | 68.82
timing repair buffer | 30 | 277.8
tap | 75 | 93.84
sequential | 29 | 729.5
==> power by group <==
group	switching [mW]	total (mW)	leakage [nW]	internal, mW
logic	0.600	1.04	0.877	0.441
clock network	0.128	0.248	0.0439	0.120
registers	0.0250	0.372	0.374	0.347
total	0.753	1.66	1.30	0.908
==> cell families (layout without fill, tap and decap cells) <==
group	Yosys count	count (layout)
other cells	2	19
buf+inv	71	51
flops	29	29
simple gates	115	115
xor+xnor	6	6
mux	13	13
fa+ha+maj	15	15
compound gates	135	135
==> critical path, stage by stage (launching register included) <==
cell and delay, ps:
dfrtp_1 510, inv_1 150, ha_1 510, nor2_1 440, a21oi_1 70, mux4_2 480, a221oi_1 390
==> path summary, 6_finish.rpt <==
check                                          start                       end  slack (ps)  cells past startpoint
min in group asynchronous             config_reset_n      r_mdata[4]$_DFF_PN0_         890                      2
setup / recovery           r_rom_addr[1]$_DFFE_PN0P_      r_maddr[0]$_DFF_PN0_        1330                      6
hold reg to reg             r_handshake[2]$_DFF_PN0_  r_handshake[1]$_DFF_PN0_         470                      2
setup reg to reg           r_rom_addr[1]$_DFFE_PN0P_      r_maddr[0]$_DFF_PN0_        1330                      6
hold / removal              r_handshake[2]$_DFF_PN0_  r_handshake[1]$_DFF_PN0_         470                      2
max in group asynchronous             config_reset_n  r_handshake[0]$_DFF_PN1_        2790                      2
==> sequential cells by signal, indices dropped and copies added, names as in the netlist <==
| name | cells |
|---|---|
| r_handshake | 4 |
| r_mdata | 8 |
| r_rom_addr | 8 |
| r_maddr | 8 |
| r_mcmd | 1 |
Power and IR drop assume default switching activity.
